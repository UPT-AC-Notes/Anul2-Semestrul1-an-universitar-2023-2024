**flow/constraint.sdc**
```tcl
current_design cnt1s

set clk_period 2.7
set clk_io_pct 0.2

create_clock -name clk0 -period $clk_period

set non_clock_inputs [all_inputs -no_clocks]
set_input_delay [expr $clk_period * $clk_io_pct] -clock clk0 $non_clock_inputs
set_output_delay [expr $clk_period * $clk_io_pct] -clock clk0 [all_outputs]
```
**flow/config.mk**
```make
export PLATFORM = sky130hd
export DESIGN_NAME = cnt1s
export DESIGN_NICKNAME = cnt1s
export VERILOG_FILES = /design/flow/design.v
export SDC_FILE = /design/flow/constraint.sdc
export NUM_CORES = 4
export LEC_CHECK = 1
export CORE_AREA = 10 10 70 70
export DIE_AREA = 0 0 80 80
```
**flow/run.sh**
```bash
#!/bin/bash
# OpenROAD 26Q1-2900-gdf79404cd8, Yosys 0.63+post, stock flow scripts
make -C /OpenROAD-flow-scripts/flow DESIGN_CONFIG=/design/flow/config.mk WORK_HOME=/design/flow/orfs finish
```
**flow/design.v**
```verilog
module cnt1s (
  input [5:0] i,
  output reg [3:0] o
);
integer j=0,k=0;
  always @(*)begin	
	k=0;
	for( j=0;j<=5;j=j+1)
	begin
		if(i[j]&1)
		k=k+1;
	end
	o=k;
  end
endmodule
module cnt1s_tb;
  reg [5:0] i;
  wire [3:0] o;
  cnt1s cnt1s_i (.i(i), .o(o));
  integer k;
  initial begin
    $display("Time\ti\t\to");
    $monitor("%0t\t%b(%2d)\t%b(%0d)", $time, i, i, o, o);
    i = 0;
    for (k = 1; k < 64; k = k + 1)
      #10 i = k;
  end
endmodule
```
==> impl_metrics.toml <==
# implementation run metrics
[drt]
route.vias.total = 315
drc = 0
drt_iter0_markers = 14
wl_um = 843
route.detailed.vias_per_inst = 2.94
total_antenna_diodes_in_the_routed_design = 0
routed_wire_per_std_cell_um = 7.88
ant_nets = 0
dr.pass1.iters = 2

[power]
leakagePower_nw = 0.330
post_layout_power_mw = 0.244
p_per_area_mw_per_mm2 = 339
peak_vdd_ir_mv = 0.198

[min_path]
min_path_type = "in -> out"
min_delay_path_depth = 4
hold_path.startpoint = "i[3]"
min_delay_worst_endpoint = "o[3]"

[timing]
holdWs_ps = 1640
maxClockFrequency_mhz = 307
slew_headroom_pct = 76.4
unrepaired_setup_endpoints_after_global_routing = "true"
setup-violations-final = 4
final.setup.worst_slack_ps = -560
worst-slew-pin-transition_ps = 354
final-hold-violation-count = 0
timing.final.max_slew_violations = 0
final_critical_delay_including_setup_and_external_delays_ps = 3260
timing.final.crit_share_pct = 121

[logic_synthesis]
ys_area_um2 = 287
yosysWarningCount = 1
synthTopCellsByCount = "5 x sky130_fd_sc_hd__ha_1, 5 x sky130_fd_sc_hd__nand2_1, 4 x sky130_fd_sc_hd__inv_1, 4 x sky130_fd_sc_hd__xnor2_1, 2 x sky130_fd_sc_hd__nor2b_1"
post_synth_instance_area_um2 = 287
yosysSeqAreaShare_pct = 0
largest_area_cell = "sky130_fd_sc_hd__ha_1"
syn-instance-count = 34
post_synth_num_cell_types = 19
synthTopCellsByArea = "sky130_fd_sc_hd__ha_1 22%, sky130_fd_sc_hd__xnor2_1 12%, sky130_fd_sc_hd__mux2i_4 7.9%"
synth_area_per_cell_um2 = 8.43
synth.yosys.num_cells = 34
yosys.area.top_type_share_pct = 21.8

[place]
io_buffers = 10
hpwl_detailed_um = 641
routability_cong = 0.735
placement.setup.worst_slack_ps = -1370

[layout]
layout-drive-gt1-share_pct = 73.8
clock_buffer_count = 0
syn_to_final_growth_pct = 152
final_core_util_pct = 21.1
n_sequential_cell = 0
register_area_um2 = 0

[flow_run]
log.warning_count = 36
maximum_capacitance_violations = 0

[floorplanning]
core_mm2 = 0.00342
rows = 21
die_h_um = 80
floorplan.die_area_mm2 = 0.00640
dieWidth_um = 80
fp_util_pct = 8.39
number_of_ports_placed_on_the_die_boundary = 10

[critical_path]
critPathMaxStageDelay_ps = 270
worst-endpoint-required_ps = 2160
critical_path_top_delay_cell = "sky130_fd_sc_hd__ha_4"
crit_arrival_ps = 2720
critPathCaptureType = "primary output"
highest_fanout_seen_on_the_critical_path = 2
critical_path.cell_chain = "buf_8 -> ha_4 -> nor2b_4 -> or2_1 -> ha_4 -> nand2b_4 -> o31a_1 -> ha_4 -> mux2i_4 -> inv_2 -> ha_4 -> mux2_4 -> buf_2"
critical-path-top-cell-by-count = "sky130_fd_sc_hd__ha_4"
crit_type = "in -> out"
critical_path.startpoint_type = "primary input"

[grt]
grt_pass1_vias = 299
grt_util_all_layers_pct = 2.47
grt_start_max_net_pins = 6
grt_first_pass_wirelength_um = 1360
grt_total_ovfl = 0
antenna_found_initial = 0

[outcome]
run_status = "finished with violations"
violations = "setup timing"

[clock_tree]
cts_hold_buffers_added = 0
-- repair_timing --
item,in CTS,in global routing
resized,28,17
pin swaps,5,6
setup buffers,2,4
setup endpoints to repair,4,4
-- cells in the final DEF (no fill, tap or decap), drive strengths merged, types with 2 or more instances in the layout --
cell and count:
xnor2 4, nor2b 2, nand2 5, clkdlybuf4s50 2, xor2 2, ha 5, inv 5, buf 24
-- power breakdown --
group | internal [mW] | switching (mW) | leakage [nW] | total [mW]
registers | 0 | 0 | 0 | 0
clock network | 0 | 0 | 0 | 0
logic | 0.153 | 0.0913 | 0.330 | 0.244
total | 0.153 | 0.0913 | 0.330 | 0.244
-- critical path, delay by kind of cell --
| family | cells | cell delay [ps] |
|---|---|---|
| buf+inv | 3 | 280 |
| simple gates | 3 | 450 |
| compound gates | 1 | 190 |
| mux | 2 | 400 |
| fa+ha+maj | 4 | 840 |
-- worst max path at each step --
stage,startpoint,to,slack (ps)
CTS,i[1],o[1],-590
finish,i[1],o[1],-560
global route,i[1],o[1],-640
-- layout make-up --
cell class	count	area, um2
Timing Repair Buffer	27	223
Inverter	5	21.3
Tap cell	46	57.6
Fill cell	380	2700
Multi-Input combinational cell	29	419
-- cells by family after synthesis --
family | after synthesis | share of synthesized area, %
AND-OR/OR-AND | 3 | 10.5
adder cells (fa/ha/maj) | 5 | 21.8
AND/OR/NAND/NOR | 12 | 20.5
multiplexers | 2 | 11.8
buffers and inverters | 5 | 6.55
XOR/XNOR | 7 | 28.8
-- metrics by stage --
step,cells,setup TNS (ps),cell area [um2]
finish,107,-1440,721
global route,107,-1860,721
CTS,103,-1830,613
detailed placement,101,-4720,592
global placement,101,-4640,592
floorplan,34,-497,352
-- routing by layer --
metal	up-vias	global-route usage [%]	routed length, um
met5	-	0	0
met1	142	3.77	449
met3	0	0.682	56
li1	165	-	-
met4	0	0	0
met2	8	3.53	338
Power is estimated from default activity; no workload was simulated.
