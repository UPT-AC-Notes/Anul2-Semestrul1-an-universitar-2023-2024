**config.mk**
```make
export PLATFORM = sky130hd
export DESIGN_NAME = bist
export DESIGN_NICKNAME = bist
export VERILOG_FILES = /design/flow/design.v
export SDC_FILE = /design/flow/constraint.sdc
export NUM_CORES = 4
export LEC_CHECK = 1
export CORE_AREA = 10 10 70 70
export DIE_AREA = 0 0 80 80
```
**constraint.sdc**
```tcl
current_design bist

set clk_period 1.2
set clk_io_pct 0.2

create_clock -name clk0 -period $clk_period [get_ports {clk}]

set non_clock_inputs [all_inputs -no_clocks]
set_input_delay [expr $clk_period * $clk_io_pct] -clock clk0 $non_clock_inputs
set_output_delay [expr $clk_period * $clk_io_pct] -clock clk0 [all_outputs]
```
**design.v**
```verilog
module d_ff
(
    input clk, rst_b, set_b, input d, output reg  q
);
    always @ (posedge clk, negedge rst_b,negedge set_b)
        if (set_b==0)         begin         q <= 1; end
        else 
        begin
        if (rst_b==0)               q <= 0;
        else                q <= d;
        end
endmodule
module lfsr5b(
    input clk,
    input rst_b,
    output  [4:0] q
);
wire [4:0]aux;
d_ff d1(.clk(clk),.rst_b(1'b1),.set_b(rst_b),.d(aux[4]),.q(aux[0]));
d_ff d2(.clk(clk),.rst_b(1'b1),.set_b(rst_b),.d(aux[0]),.q(aux[1]));
d_ff d3(.clk(clk),.rst_b(1'b1),.set_b(rst_b),.d(aux[1]^aux[4]),.q(aux[2]));
d_ff d4(.clk(clk),.rst_b(1'b1),.set_b(rst_b),.d(aux[2]),.q(aux[3]));
d_ff d5(.clk(clk),.rst_b(1'b1),.set_b(rst_b),.d(aux[3]),.q(aux[4]));
assign q=aux;
endmodule
module lfsr5b_tb;
reg clk,rst_b;
wire[4:0] q;
lfsr5b i0(.clk(clk),.rst_b(rst_b),.q(q));
localparam CLK_PERIOD = 100, CLK_CYCLES = 35, RST_PULSE = 25;
initial begin
    clk = 0; repeat(2*CLK_CYCLES) #(CLK_PERIOD/2) clk = 1-clk;
end
initial begin
    rst_b = 0; #(RST_PULSE) rst_b=1;
end
endmodule
module sisr4b (
    input clk,
    input rst_b,
    input i,
    output [3:0] q
);
wire [3:0] aux;
generate
	genvar j;
	for(j=0;j<4;j=j+1) begin: vect
		if(j==0)
			begin
				d_ff d(.clk(clk),.rst_b(1'b1),.set_b(rst_b),.d(aux[3]^i),.q(aux[j]));
			end
		else
		begin
			if(j==1)
			begin
				d_ff d(.clk(clk),.rst_b(1'b1),.set_b(rst_b),.d(aux[0]^aux[3]),.q(aux[j]));
			end
			else
			d_ff d(.clk(clk),.rst_b(1'b1),.set_b(rst_b),.d(aux[j-1]),.q(aux[j]));
		end
	end
endgenerate
assign q=aux;
endmodule 
 module check (
 input [4 : 0] i ,
 output reg o
) ; 
always @(*)begin
        if(i%4==1)
        begin
            o=1'b1;
        end
        else
        begin 
            o=1'b0;
        end
end 
endmodule
module bist(
    input clk,
    input rst_b,
    output [3:0]sig
);
wire[4:0] qbitst;
wire o;
lfsr5b lfsr5b_i(.clk(clk),.rst_b(rst_b),.q(qbitst));
check check_i(.i(qbitst),.o(o));
sisr4b sisr4b_i(.clk(clk),.rst_b(rst_b),.q(sig),.i(o));
endmodule
module bist_tb;
reg clk,rst_b;
wire[3:0] sig;
bist i0(.clk(clk),.rst_b(rst_b),.sig(sig));
localparam CLK_PERIOD = 100, CLK_CYCLES = 31, RST_PULSE = 25;
initial begin
    clk = 0; repeat(2*CLK_CYCLES) #(CLK_PERIOD/2) clk = 1-clk;
end
initial begin
    rst_b = 0; #(RST_PULSE) rst_b=1;
end
endmodule
```
**run.sh**
```bash
#!/bin/bash
# OpenROAD 26Q1-2900-gdf79404cd8, Yosys 0.63+post, stock flow scripts
make -C /OpenROAD-flow-scripts/flow DESIGN_CONFIG=/design/flow/config.mk WORK_HOME=/design/flow/orfs finish
```
==> run notes <==
The number of global-route vias before repair is 163, and the cell internal power dissipation is 0.436 mW. The power report puts the leakage power at 0.185 nW. The floorplan-stage core utilization is 0.0897, and the total power is 0.542 mW. The portion of the post-synthesis area used by sequential elements was 0.771. The worst max-slew margin expressed relative to the limit was 0.749; the initial antenna violation count was 0. In the Yosys report the total cell count is 17. Instance tally after logic synthesis: 17. The standard cell core area is 3420 µm², and the row count is 21. STA classifies the critical path endpoint as an output pin.

The largest stage delay on the critical path was 0.53 ns; the proportion of power drawn by flip-flops and latches was 0.563. In this run the cell area of the synthesized design comes to 307 µm². The clock network power share is 0.422. The run gives 0.0161 for the overall global routing resource usage.

The flow reports an fmax of 0.897 GHz. The die covers 6400 µm². The logs give 0.106 mW for the switching power summed over all nets and 0.125 for the final core area utilization. Max-cap violations in this run came to 0. The insertion delay of the later-clocked pin in the worst-skew pair was 0.26 ns. The tools report the share of power burned in combinational logic as 0.015. The period utilization came out at 0.929. The via count is 150. Per STA, the worst path is made up of buf_2. The chip area line in the Yosys stat output reads 307 µm². Entering global routing, the biggest net connects 10 pins. The run gives 3 for the synthesis warning total.

Setup total negative slack on the finished layout was measured at 0 ns. The routed design shows a wire length per standard cell of 6.30 µm. The floorplan report gives the top-level pin count as 6. Endpoint required time on the critical path: 0.96 ns. The clock transition at the register clock pins on the worst setup and hold paths after CTS was 0.06 ns.

Using the TritonRoute via totals, the vias-per-cell ratio works out to 2.05. Along the worst path, the maximum fanout reaches 2. Among all stages on the critical path, the largest delay is contributed by sky130_fd_sc_hd__dfstp_2.

The height of the die came out at 80 µm. Data arrives at the worst endpoint at 0.88 ns. The switching portion of total power was 0.195; the maximum root-to-sink buffer count was 2.

The number of iterations in the first detailed-routing pass is 2. TritonCTS built the clock tree. The routed design could run at a clock period as short as 1.12 ns. The tree built by TritonCTS fans out to 9 sinks. Dividing the synthesized area by the synthesized cell count gives 18.0 µm².

According to the floorplan report, the die width is 80 µm. Looking at the clock tree report, the root buffer type is sky130_fd_sc_hd__clkbuf_4. The run gives 0.000226 V as the largest vdd supply drop. The run gives 1 for the buffers plus inverters on the worst setup path. The number of diodes added for antenna fixing is 0, and the total congestion overflow is 0.

The run finished with clean final reports. Per the post-route antenna check, the number of violating nets is 0. Setup repair after global routing left no endpoint under its margin. Total power normalized to cell area comes to 1270 nW/µm². Looking at the max-slew report, the worst-margin pin has a slew of 0.376 ns.

The final max-slew violation count recorded for this run is 0. The cell family contributing the most delay on the critical path is flip-flops. After layout, the setup clock skew is reported as 0.00619 ns. The first global-routing pass estimated 759 µm of wire. Initial DRC count: 1. The wire length reported by the detailed router was 460 µm; the number of flip-flops and latches in the synthesized netlist was 9. In this run the worst hold path is classified as flop to flop. For this run, design rule violations remaining after detail routing come to 0. At the end of routability-driven placement, the weighted congestion stood at 0.705. Summing over the stages, the warning tally comes to 25.

The H-tree depth is 1, and the synthesis-to-finish area growth is 39.6%. The final hold violation count recorded for this run is 0. The number of buffers created by CTS was 3; the total non-filler cell area in the finished layout was 428 µm².

The tools report the critical path startpoint category as a flop. The category of the most critical setup path is flop to output pin. For this design, the CTS-stage hold fixing added 0 buffers. Share of post-route cells with drive strength above 1: 0.815.

The final report lists the setup-violating endpoint count as 0. Summing all placed instances gives a cell area of 399 µm². The synthesized netlist contains 5 unique library cells.

Per the placement log, port buffering inserted 5 buffers.
-- registers in the layout (all words and copies together), names as in the netlist --
register,flops
sisr4b_i.vect.genblk1.genblk1.d.q,3
lfsr5b_i.d3.q,1
sisr4b_i.vect.genblk1.d.q,1
lfsr5b_i.d1.q,1
lfsr5b_i.d4.q,1
lfsr5b_i.d2.q,1
lfsr5b_i.d5.q,1
-- layout by cell type, fill, tap and decap left out --
| cell type | synthesis | final |
|---|---|---|
| sky130_fd_sc_hd__xnor2_1 | 1 | 1 |
| sky130_fd_sc_hd__clkbuf_1 | 0 | 1 |
| sky130_fd_sc_hd__nand2b_4 | 1 | 1 |
| sky130_fd_sc_hd__xor2_1 | 2 | 2 |
| sky130_fd_sc_hd__buf_2 | 0 | 4 |
| sky130_fd_sc_hd__buf_4 | 4 | 5 |
| sky130_fd_sc_hd__dfstp_2 | 9 | 9 |
| sky130_fd_sc_hd__clkdlybuf4s50_1 | 0 | 1 |
| sky130_fd_sc_hd__clkbuf_4 | 0 | 3 |
-- cell usage after synthesis --
master	count	area, µm²
sky130_fd_sc_hd__buf_4	4	30.0
sky130_fd_sc_hd__dfstp_2	9	236
sky130_fd_sc_hd__xnor2_1	1	8.76
sky130_fd_sc_hd__xor2_1	2	17.5
sky130_fd_sc_hd__nand2b_4	1	13.8
-- worst paths after layout --
path                                                      startpoint                                   end  slack, ns  depth (start not counted)
worst max-delay path            sisr4b_i.vect[3].genblk1.genblk1.d.q                                sig[3]       0.08                          1
worst min-delay path                                   lfsr5b_i.d4.q                         lfsr5b_i.d5.q       0.35                          0
worst max register to register          sisr4b_i.vect[0].genblk1.d.q  sisr4b_i.vect[1].genblk1.genblk1.d.q       0.28                          3
worst min register to register                         lfsr5b_i.d4.q                         lfsr5b_i.d5.q       0.35                          0
max in group asynchronous                                      rst_b                         lfsr5b_i.d5.q       0.62                          1
min in group asynchronous                                      rst_b                         lfsr5b_i.d2.q       0.54                          1
-- logic make-up (layout without fill, tap and decap cells) --
logic type,Yosys count,after routing,synth area share
simple gates,1,1,0.0449
buf+inv,4,14,0.0980
xor+xnor,3,3,0.0857
flops,9,9,0.771
-- metrics by stage --
stage | instances | setup WS (ns) | hold WS, ns
floorplan | 17 | 0.341 | 0.0922
global placement | 66 | -0.0103 | 0.347
detailed placement | 66 | -0.0134 | 0.348
CTS | 73 | 0.0711 | 0.356
global route | 73 | 0.0441 | 0.364
finish | 73 | 0.0846 | 0.355
-- area by class of cell --
type                       count  area [µm²]
sequential                     9         236
multi-input combinational      4        40.0
tap                           46        57.6
clock buffer                   4        26.3
timing repair buffer          10        67.6
fill                         390        2990
-- metal layers --
metal / track usage / vias up / share of wire
met1: 0.0183 / 71 / 0.43
met5: 0 / - / 0
met3: 0.0261 / 3 / 0.27
li1: - / 67 / -
met4: 0.00528 / 0 / 0.017
met2: 0.0128 / 9 / 0.28
-- power by group through the flow --
stage	registers [mW]	clock network (mW)	logic (mW)
CTS	0.305	0.238	0.00843
finish	0.305	0.228	0.00808
global route	0.305	0.265	0.00935
-- timing repair --
| action | in CTS | in global routing |
|---|---|---|
| setup buffers | 3 | 0 |
| endpoints found under the setup margin | 4 | 0 |
| resized | 12 | 0 |
Power figures rest on the tool's default switching activity, not on a simulated workload.
