**/design/flow/constraint.sdc**
```tcl
current_design mschdpath

set clk_period 15.9
set clk_io_pct 0.2

create_clock -name clk0 -period $clk_period [get_ports {clk}]

set non_clock_inputs [all_inputs -no_clocks]
set_input_delay [expr $clk_period * $clk_io_pct] -clock clk0 $non_clock_inputs
set_output_delay [expr $clk_period * $clk_io_pct] -clock clk0 [all_outputs]
```
**/design/flow/design.v**
```verilog
module mschdpath (
    input clk, rst_b,ld_merg,upd_mreg, input [511:0] blk, output [31:0] m0
);
    function [31:0] RtRot(input [31:0] x, input [4:0] p);
        reg [63:0] tmp; begin
        tmp = {x, x} >> p; RtRot = tmp[31:0];end
    endfunction
    function [31:0] Sgm0(input [31:0]x); begin
        Sgm0=RtRot(x,7)^RtRot(x,18)^(x>>3);end
    endfunction
    function [31:0] Sgm1(input [31:0]x); begin
        Sgm1=RtRot(x,17)^RtRot(x,19)^(x>>10);end
    endfunction
    function [31:0] Mux(input sel,input [31:0]d1,d0); begin
        Mux = (sel) ?  d1 : d0 ;end
    endfunction
    function [31:0] Word32(input [511:0]blk, input [3:0]idx); begin
        Word32 = blk[511-32*idx -:32];end
    endfunction
    wire [31:0] m[0:15];
    generate
        genvar k;
        for( k = 0; k < 16; k = k +1) begin:some_name
            if(k < 15)
                rgst #(.w(32)) i0(.clk(clk),.rst_b(rst_b),.clr(1'd0),.ld(upd_mreg),.d(Mux(ld_merg,Word32(blk,k),m[k+1])),.q(m[k]));
            else
                rgst #(.w(32)) i0(.clk(clk),.rst_b(rst_b),.clr(1'd0),.ld(upd_mreg),.d(Mux(ld_merg,Word32(blk,k),m[0] + Sgm0(m[1]) + m[9] + Sgm1(m[14]))),.q(m[k]));
        end
    endgenerate
    assign m0 = m[0];
endmodule
module mschdpath_tb;
reg clk,rst_b,ld_merg,upd_mreg;
reg [511:0] blk; wire [31:0]m0;
mschdpath i0(.clk(clk),.rst_b(rst_b),.ld_merg(ld_merg),.upd_mreg(upd_mreg),.blk(blk),.m0(m0));
localparam CLK_PERIOD = 100, CLK_CYCLES = 205, RST_PULSE = 25;
initial begin
    clk = 0; repeat(2*CLK_CYCLES) #(CLK_PERIOD/2) clk = 1-clk;
end
initial begin
    rst_b = 0; #(RST_PULSE) rst_b=1;
end
initial begin
    {ld_merg,upd_mreg} = 3; #CLK_PERIOD {ld_merg,upd_mreg} = 1;     
end
initial begin
blk = 'h61626364303132338 << 444 | 8'h40;end
endmodule
module rgst #(
    parameter w=8
)(
    input clk, rst_b, ld, clr, input [w-1:0] d, output reg [w-1:0] q
);
    always @ (posedge clk, negedge rst_b)
        if (!rst_b)                 q <= 0;
        else if (clr)               q <= 0;
        else if (ld)                q <= d;
endmodule
```
**/design/flow/config.mk**
```make
export PLATFORM = sky130hd
export DESIGN_NAME = mschdpath
export DESIGN_NICKNAME = mschdpath
export VERILOG_FILES = /design/flow/design.v
export SDC_FILE = /design/flow/constraint.sdc
export NUM_CORES = 4
export LEC_CHECK = 1
export CORE_UTILIZATION = 40
```
**/design/flow/run.sh**
```bash
#!/bin/bash
# OpenROAD 26Q1-2900-gdf79404cd8, Yosys 0.63+post, stock flow scripts
make -C /OpenROAD-flow-scripts/flow DESIGN_CONFIG=/design/flow/config.mk WORK_HOME=/design/flow/orfs finish
```
==> flow_summary.yaml <==
# generated from flow reports
run_status:
  outcome: "completed"
clocking:
  cts_max_level: 2
  cts.sink_count: 512
  cts_tree: "built"
  ctsRootBufferMaster: "sky130_fd_sc_hd__clkbuf_16"
  cts_inserted_buffers: 56
  postCtsSetupBuffers: 0
  cts-resized-gates: 0
  clock.latency.late_pin_ns: 0.64
  worst_setup_hold_path_clk_slew_ns: 0.06
  postCtsHoldBufs: 0
  cts_buffer_depth: 3
timing:
  final_period_minus_worst_setup_slack_ns: 5.76
  max_freq_ghz: 0.174
  fin_hold_ws_ns: 0.502
  grt_setup_unrepaired: "false"
  timing.clock.skew_ns: 0.0516
  fin_tns_setup_ns: 0
  report.final.hold_viol_count: 0
  tightest_slew_ns: 0.864
  timing_max_transition_violations_final: 0
  min_period_over_period_pct: 36.2
  final_setup_violations: 0
  max-slew-margin-rel_pct: 42.4
synthesis:
  yosys-stat-area_um2: 27800
  ff_type: "sky130_fd_sc_hd__dfrtp_1"
  synth_top_cell_by_count: "sky130_fd_sc_hd__a21oi_1"
  synthesis.instances: 2848
  mappedNetlistArea_um2: 27800
  common_cells: "sky130_fd_sc_hd__a21oi_1, sky130_fd_sc_hd__nor2_1, sky130_fd_sc_hd__dfrtp_1, sky130_fd_sc_hd__mux2i_1, sky130_fd_sc_hd__clkbuf_1"
  ys_types: 51
  ys.warnings.count: 2
  postSynthSeqShare_pct: 46.1
  synth_async_sr_flop_share_pct: 100
  netlist_top_cells_area: "sky130_fd_sc_hd__dfrtp_1, sky130_fd_sc_hd__mux2i_1, sky130_fd_sc_hd__a21oi_1"
  synth-cells-yosys: 2848
  post-synth-top-area-fraction_pct: 46.1
  syn-mean-instance-area_um2: 9.75
  synth-seq-cells: 512
  cell_taking_the_most_area_after_synthesis: "sky130_fd_sc_hd__dfrtp_1"
  synth-edff-count: 0
power:
  power.density_cell_area_nw_per_um2: 194
  power.static_leakage_nw: 15.7
  ir_drop_uv: 169
  power_mw: 6.93
grt:
  antenna_found_initial: 39
  grt_pass1_wl_um: 144000
  pin_count_of_the_biggest_net_entering_global_routing: 183
  first_global_vias: 21915
  grt_use_total_pct: 29.6
  globalRouteOverflowTotal: 0
setup_path:
  slowest_stage: "sky130_fd_sc_hd__buf_4"
  crit_required_ns: 16.62
  delay_contributed_by_the_slowest_stage_of_the_critical_path_ns: 0.69
  crit_fanout: 84
  critPathTopFamily: "buffers and inverters"
  critical_path.startpoint_type: "primary input"
  cp-end-kind: "asynchronous set/reset pin"
  timing.critical_path.cells: "buf_8 -> buf_4 -> buf_4 -> buf_4 -> buf_4"
  crit_type: "primary input to asynchronous set/reset pin"
  critPathArrivalTime_ns: 6.48
  crit_buf_inv: 5
  timing.critical_path.mode_cell: "sky130_fd_sc_hd__buf_4"
route:
  first_pass_iters: 5
  finalWirelength_um: 99200
  route.met2.wl_um: 45200
  via_count: 21825
  avgViaCountPerCell: 5.14
  routedLengthMet1_um: 41000
  wl_per_cell_um: 23.4
  route.detailed.drc: 0
  first_iter_violations: 1452
  wl_met3_um: 10700
  top_layer: "met5"
  ant_nets: 0
placed_design:
  dp_hpwl_um: 77300
  routabilityCongestion: 0.990
  port-buffer-count: 547
layout:
  reg.largest.list: "some_name.genblk1.i0.q: 512 flops"
  largest_register_ff_count: 512
  largest-register: "some_name.genblk1.i0.q"
  syn_to_final_growth_pct: 28.6
  final_layout_size_suffix_gt1_share_pct: 3.98
floorplan:
  floorplan.die.height_um: 266
  pin_count: 548
  site_rows: 96
  floorplan.core_area_um2: 68700
  die-area_um2: 70500
  floorplan.initialDensity_pct: 40.4
  chipWidth_um: 266
run:
  warning_count: 28
  maxCapViolCount: 0
hold_path:
  worst_hold_path_type: "register to register"
==> cells in the final DEF, fill, tap and decap left out, drive strengths merged, types with 4 or more instances in the layout <==
cell	Yosys	final
diode	0	18
nand2	33	33
buf	60	31
a21oi	534	534
clkbuf	171	81
o211ai	6	6
nand2b	6	6
a21o	18	18
xnor2	124	124
nand4	8	8
o21ai	28	28
a31oi	5	5
clkinv	0	12
bufinv	0	4
nand3	14	14
nor2	521	521
dfrtp	512	512
nor2b	5	5
o21a	5	5
o21bai	5	5
ha	31	31
xor2	21	21
nor3	7	7
mux2i	486	486
inv	149	152
o221ai	9	9
clkdlybuf4s50	0	544
fa	62	62
==> area by class of cell <==
type                       instances  area (um^2)
sequential                       512        12800
fill                            6058        33000
clock buffer                      81         1630
antenna                           18         45.0
multi-input combinational       1956        13500
timing repair buffer             575         5730
inverter                         149          559
tap                              931         1160
clock inverter                    20          250
==> through the flow <==
step / cells / util (%) / cell area, um^2 / setup slack, ns
final: 4242 / 52.0 / 35700 / 10.14
after global routing: 4236 / 52.0 / 35700 / 9.62
after CTS: 4224 / 51.9 / 35700 / 10.01
after detailed placement: 4123 / 49.2 / 33800 / 9.33
after global placement: 4123 / 49.2 / 33800 / 9.37
after floorplan: 2848 / - / 27800 / 11.42
==> path summary, 6_finish.rpt <==
check / from / end / slack, ns / cells after the start
setup / recovery: rst_b / some_name[5].genblk1.i0.q[14]$_DFFE_PN0P_ / 10.14 / 5
setup reg to reg: some_name[1].genblk1.i0.q[19]$_DFFE_PN0P_ / some_name[15].genblk1.i0.q[23]$_DFFE_PN0P_ / 11.18 / 17
hold / removal: some_name[15].genblk1.i0.q[11]$_DFFE_PN0P_ / some_name[15].genblk1.i0.q[11]$_DFFE_PN0P_ / 0.50 / 2
max in group clk0: upd_mreg / some_name[11].genblk1.i0.q[26]$_DFFE_PN0P_ / 10.26 / 6
min in group asynchronous: rst_b / some_name[12].genblk1.i0.q[10]$_DFFE_PN0P_ / 2.54 / 1
hold reg to reg: some_name[15].genblk1.i0.q[11]$_DFFE_PN0P_ / some_name[15].genblk1.i0.q[11]$_DFFE_PN0P_ / 0.50 / 2
==> power by group <==
group | total (mW) | switching [mW] | internal (mW)
clock | 1.33 | 0.554 | 0.775
sequential | 1.77 | 0.248 | 1.52
combinational | 3.83 | 2.30 | 1.54
total | 6.93 | 3.10 | 3.83
==> per-layer routing <==
layer	vias to the layer above	track usage, %
li1	10430	-
met1	10461	41.7
met2	757	43.7
met3	135	13.0
met4	42	5.92
met5	-	0
==> cells by family (layout without fill, tap and decap cells) <==
group | Yosys count | after routing | synth area share, %
mux | 487 | 487 | 17.6
buf+inv | 380 | 825 | 5.16
compound gates | 625 | 625 | 12.0
other cells | 0 | 18 | 0
fa+ha+maj | 93 | 93 | 5.86
flops | 512 | 512 | 46.1
xor+xnor | 145 | 145 | 4.57
simple gates | 606 | 606 | 8.68
==> worst reg2reg max path: stages, from the launching register on <==
cell	delay, ns
sky130_fd_sc_hd__dfrtp_1	0.50
sky130_fd_sc_hd__xnor2_1	0.21
sky130_fd_sc_hd__xnor2_1	0.40
sky130_fd_sc_hd__fa_1	0.50
sky130_fd_sc_hd__inv_1	0.08
sky130_fd_sc_hd__fa_1	0.41
sky130_fd_sc_hd__inv_1	0.07
sky130_fd_sc_hd__ha_1	0.17
sky130_fd_sc_hd__inv_1	0.07
sky130_fd_sc_hd__fa_1	0.47
sky130_fd_sc_hd__nor2b_4	0.16
sky130_fd_sc_hd__o2111ai_1	0.17
sky130_fd_sc_hd__a21oi_2	0.36
sky130_fd_sc_hd__nor2_1	0.13
sky130_fd_sc_hd__o311ai_4	0.37
sky130_fd_sc_hd__xor2_1	0.12
sky130_fd_sc_hd__mux2i_1	0.31
sky130_fd_sc_hd__a21oi_1	0.12
Power is estimated from default activity; no workload was simulated.
